**/design/flow/config.mk**
```make
export PLATFORM = sky130hd
export DESIGN_NAME = Master
export DESIGN_NICKNAME = Master
export VERILOG_FILES = /design/flow/design.v
export SDC_FILE = /design/flow/constraint.sdc
export NUM_CORES = 4
export LEC_CHECK = 1
export CORE_UTILIZATION = 50
```
**/design/flow/constraint.sdc**
```tcl
current_design Master

set clk_period 6.6
set clk_io_pct 0.2

create_clock -name clk0 -period $clk_period [get_ports {clk}]

set non_clock_inputs [all_inputs -no_clocks]
set_input_delay [expr $clk_period * $clk_io_pct] -clock clk0 $non_clock_inputs
set_output_delay [expr $clk_period * $clk_io_pct] -clock clk0 [all_outputs]
```
**/design/flow/design.v**
```verilog
`timescale 1ns / 1ps
module Master(
	 input wire clk,
    input wire rst,
    input wire en,
    input wire rw, 
	 input [2:0] adr,
    output reg [7:0] received_data, 
	 input recordData_low, recordData_high,
    inout wire sda,
    output wire scl
    );
    parameter [6:0] HARD_CODED_SLAVE_ADDR = 7'b1111111; 
	 wire [7:0] slave_mem_addr;
	 reg [7:0] data;
	 assign slave_mem_addr = {5'b00000, adr};
	always@(*) begin
		if(recordData_low == 1)
			data[3:0] <= {rw, adr};
		if(recordData_high == 1)
			data[7:4] <= {rw, adr};
	end
    parameter IDLE 				= 4'd0;
    parameter START 				= 4'd1;
    parameter ADDR 				= 4'd2;
    parameter ADDR_ACK 			= 4'd3;
	 parameter MEM_ADDR			= 4'd4;
	 parameter MEM_ADDR_ACK		= 4'd5;
    parameter WRITE 				= 4'd6;
    parameter WRITE_ACK 		= 4'd7;
    parameter READ 				= 4'd8;
    parameter READ_ACK 			= 4'd9;
    parameter STOP 				= 4'd10;
   parameter DIV_COUNT = 30'd50_000_000;
    reg [3:0] state;
    reg [2:0] bit_count = 0; 
    reg [29:0] divider = 0;
	 reg [7:0] address_and_rw=0;
    reg scl_out;
    reg sda_out;
    reg sda_oe;
	 reg ack_temp;
    wire sda_in;
    assign sda = sda_oe ? (sda_out ? 1'b1 : 1'b0) : 1'bz;
    assign scl = scl_out;
    assign sda_in = sda; 
	 reg busy = 0;
	 reg done = 0;
    always @(posedge clk or posedge rst) begin
        if (rst) begin
            state <= IDLE;		
        end else begin
            case (state)
                IDLE: begin				 
						  sda_out <= 1;						  
						  scl_out <= 1;						  
						  sda_oe <= 1;
						  address_and_rw <= 0;
						  received_data <= 0;
						  divider <= 0;  
						  bit_count <= 0;
                    if (en) begin								
                        state <= START;
								bit_count <= 0;							
								divider <= 0;
								address_and_rw <= {HARD_CODED_SLAVE_ADDR, rw};
                        busy <= 1;
                        done <= 0;								
                    end else begin						  
								state <= IDLE;
								busy <= 0;
								done <= 0;							
								address_and_rw <= 0;								
						  end
                end
                START: begin
                    if (divider == DIV_COUNT/2) begin
                        sda_out <= 0; 								
								state <= START;								
								divider <= divider + 1;
                    end else if (divider == DIV_COUNT - 1) begin
                        scl_out <= 0; 
                        state <= ADDR;
                        divider <= 0;							
                    end else begin					  
								divider <= divider + 1;							
						      state <= START;					  
						  end
                end
                ADDR: begin
						  sda_out <= address_and_rw[7-bit_count]; 
						  if (divider == DIV_COUNT/2) begin
                        scl_out <= 1; 							
								state <= ADDR;								
								divider <= divider + 1;
                    end else if (divider == DIV_COUNT/2 + DIV_COUNT/4) begin					  
								scl_out <= 0;
								state <= ADDR;
								divider <= divider + 1;
						  end else if (divider == DIV_COUNT - 1) begin
                        if (bit_count == 7) begin
                            state <= ADDR_ACK;
                            sda_oe <= 0; 
									 bit_count <= 0;
                        end
								else begin
									bit_count <= bit_count + 1;
								end
                        divider <= 0;
                    end else begin						  
						      divider <= divider + 1;						  
						  end
                end
                ADDR_ACK: begin
                    if (divider == DIV_COUNT/2) begin
                        scl_out <= 1;
								state <= ADDR_ACK;
								divider <= divider + 1;
                    end 
						  else if (divider == DIV_COUNT/2 + DIV_COUNT/4) begin						  
								divider <= divider + 1;								
								scl_out <= 0; 
								ack_temp <= sda_in;
								state <= ADDR_ACK;
						  end 						
						  else if (divider == DIV_COUNT - 1) begin					  
								divider <= 0;																
								if (!ack_temp) begin 
                            state <= MEM_ADDR; 								 
									 sda_oe <= 1;									 
                        end else begin
                            state <= IDLE; 
                        end
                    end else begin
                        divider <= divider + 1;
                    end
                end	
					 MEM_ADDR: begin
						  sda_out <= slave_mem_addr[7-bit_count]; 
						  if (divider == DIV_COUNT/2) begin 
                        scl_out <= 1; 							
								state <= MEM_ADDR;								
								divider <= divider + 1;
                    end else if (divider == DIV_COUNT/2 + DIV_COUNT/4) begin					  
								scl_out <= 0;
								state <= MEM_ADDR;
								divider <= divider + 1;
						  end else if (divider == DIV_COUNT - 1) begin
                        if (bit_count == 7) begin
                            state <= MEM_ADDR_ACK;
                            sda_oe <= 0; 
									 bit_count <= 0;
                        end
								else begin
									bit_count <= bit_count + 1;
								end
                        divider <= 0;
                    end else begin						  
						      divider <= divider + 1;						  
						  end
                end
					 MEM_ADDR_ACK: begin
                    if (divider == DIV_COUNT/2) begin
                        scl_out <= 1;
								state <= MEM_ADDR_ACK;
								divider <= divider + 1;
                    end 
						  else if (divider == DIV_COUNT/2 + DIV_COUNT/4) begin						  
								divider <= divider + 1;								
								scl_out <= 0; 
								ack_temp <= sda_in;
								state <= MEM_ADDR_ACK;
						  end 						
						  else if (divider == DIV_COUNT - 1) begin					  
								divider <= 0;																
								if (!ack_temp) begin 
                            state <= address_and_rw[0] ? READ : WRITE; 								 
									 sda_oe <= address_and_rw[0] ? 0 : 1;									 
                        end else begin
                            state <= IDLE; 
                        end
                    end else begin
                        divider <= divider + 1;
                    end
                end
					 WRITE: begin
						  sda_out <= data[7-bit_count];						
						  if (divider == DIV_COUNT/2) begin 
                        scl_out <= 1; 							
								state <= WRITE;								
								divider <= divider + 1;
                    end else if (divider == DIV_COUNT/2 + DIV_COUNT/4) begin					  
								scl_out <= 0;
								state <= WRITE;
								divider <= divider + 1;
						  end else if (divider == DIV_COUNT - 1) begin
                        if (bit_count == 7) begin
                            state <= WRITE_ACK;
                            sda_oe <= 0; 
									 bit_count <= 0;
                        end
								else begin
									bit_count <= bit_count + 1;
								end
                        divider <= 0;
                    end else begin						  
						      divider <= divider + 1;						  
						  end
                end
					 WRITE_ACK: begin
						  if (divider == DIV_COUNT/2) begin
                        scl_out <= 1;
								state <= WRITE_ACK;
								divider <= divider + 1;
                    end 
						  else if (divider == DIV_COUNT/2 + DIV_COUNT/4) begin						  
								divider <= divider + 1;								
								scl_out <= 0; 
								ack_temp <= sda_in;
								state <= WRITE_ACK;
						  end 						
						  else if (divider == DIV_COUNT - 1) begin					  
								divider <= 0;																
								if (!ack_temp) begin 
                            state <= STOP; 								 
									 sda_oe <= 1;
									 sda_out <= 0;
                        end else begin
                            state <= IDLE; 
                        end
                    end else begin
                        divider <= divider + 1;
                    end
                end
               READ: begin
                   if (divider == DIV_COUNT/2) begin
                       scl_out <= 1; 
							  state <= READ;
							  divider <= divider + 1;
						 end else if (divider == DIV_COUNT/2 + DIV_COUNT/4) begin						  
								divider <= divider + 1;								
								scl_out <= 0; 
								received_data[7-bit_count] <= sda_in;
								state <= READ;
		             end else if (divider == DIV_COUNT - 1) begin
        	              if (bit_count == 7) begin 
									bit_count <= 0; 
                           state <= READ_ACK;
									sda_oe <= 1;
                       end else begin
									bit_count <= bit_count + 1;
							  end
                       divider <= 0;
                  end else begin
                       divider <= divider + 1;
                  end
                end
					 READ_ACK: begin	
						 sda_out <= 0;
						 if(divider == DIV_COUNT/2)begin					
								scl_out <= 1;
								state <= READ_ACK;
								divider <= divider+1;
						 end else if (divider == DIV_COUNT/2 + DIV_COUNT/4) begin						  
								divider <= divider + 1;								
								scl_out <= 0; 
								state <= READ_ACK;
						 end else if(divider == DIV_COUNT - 1)begin
								state <= STOP;						
								divider <= 0;
						 end else begin						
								divider <= divider+1;							
						 end					 
					 end
					 STOP: begin
						done <= 1;
						if (divider == DIV_COUNT/2) begin
								scl_out <= 1;
								divider <= divider + 1;
								state <= STOP;
						end else if (divider == DIV_COUNT/2 + DIV_COUNT/4) begin
								sda_out <= 1; 
								divider <= divider + 1;
								state <= STOP;
						end else if (divider == DIV_COUNT - 1) begin
								state <= IDLE;
								busy <= 0;    
						end else begin
								divider <= divider + 1;
						end
					end
               default: state <= IDLE; 
            endcase
        end
    end
endmodule
```
**/design/flow/run.sh**
```bash
#!/bin/bash
# OpenROAD 26Q1-2900-gdf79404cd8, Yosys 0.63+post, stock flow scripts
make -C /OpenROAD-flow-scripts/flow DESIGN_CONFIG=/design/flow/config.mk WORK_HOME=/design/flow/orfs finish
```
==> results.py <==
# Generated from Yosys and OpenROAD reports
metrics = {
    "clock_network": {
        "cts_hold_buf": 0,
        "clockBufferDepth": 2,
        "cts_buffers": 9,
        "cts_resized": 0,
        "htreeDepth": 3,
        "post_cts_buffers": 0,
        "cts_root_buf": "clkbuf_8",
    },
    "floorplan": {
        "ioPinCount": 19,
        "die_y_um": 86.0,
        "rows": 30,
        "die_w_um": 86.0,
        "fp_util_pct": 52.0,
    },
    "synth": {
        "ys.flop_type": "edfxtp_1",
        "syn_inst": 353,
        "syn_area_mm2": 0.00353,
        "synth-edff-count": 46,
        "async_flop_share_pct": 16.9,
        "ys_cells": 353,
        "ys_ff": 65,
        "ys_area_mm2": 0.00353,
        "synth_area_per_cell_um2": 10.0,
        "yosysUniqueCellTypes": 52,
        "synth-warning-count": 2,
    },
    "placed_design": {
        "port_buffers": 17,
        "dp_hpwl_um": 4960,
        "gp_congestion": 0.862,
        "dp_slack_ns": 3.32,
    },
    "run_status": {
        "status": "aborted with a tool error",
        "error": "[error] [KeplerFormal.cpp:679] Workflow failed: Iso has multiple drivers: .sda0, sda$_DFFE_PP_.Q0",
        "lastStage": "4_1_cts",
    },
    "final_timing": {
        "unclocked_pins": 8,
        "unconstrained_endpoints": 8,
    },
}
## synthesized netlist by cell type (7+ instances only)
cell      number  area share, %
a21boi_0      11            2.3
nand4_1       12            2.1
o21ai_0       12            1.7
nand2_1       28            3.0
a21oi_1        7           0.99
inv_1         10            1.1
nor2_1        46            4.9
xnor2_1       14            3.5
dfrtp_1       10            7.1
clkbuf_1      13            1.4
xor2_1        14            3.5
and3_1        13            2.3
edfxtp_1      46             39
dlxtp_1        8            3.4
nand3_1       26            3.7
nor4_1         7            1.2
nor3_1         9            1.3
## stage by stage
stage                     cells  power [mW]  instance area (um^2)  util (%)  hold slack (ns)
after floorplan             353       0.481                  3530         -            0.442
after global placement      451       0.500                  3760      55.3            0.518
after detailed placement    451       0.500                  3760      55.3            0.529
## logic make-up after synthesis
logic type,after synthesis,synth area share [%]
AND/OR/NAND/NOR,174,25.9
multiplexers,3,1.28
latches,8,3.40
AND-OR/OR-AND,50,9.82
adder cells (fa/ha/maj),6,2.13
buffers and inverters,27,3.61
XOR/XNOR,28,6.95
flip-flops,57,47.0
Power is estimated from default activity; no workload was simulated.
