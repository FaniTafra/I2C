`design/flow/config.mk`:
```
export PLATFORM = sky130hd
export DESIGN_NAME = Slave
export DESIGN_NICKNAME = Slave
export VERILOG_FILES = /design/flow/design.v
export SDC_FILE = /design/flow/constraint.sdc
export NUM_CORES = 4
export LEC_CHECK = 1
export CORE_UTILIZATION = 40
```
`design/flow/constraint.sdc`:
```
current_design Slave

set clk_period 3.5
set clk_io_pct 0.2

create_clock -name clk0 -period $clk_period [get_ports {clk}]

set non_clock_inputs [all_inputs -no_clocks]
set_input_delay [expr $clk_period * $clk_io_pct] -clock clk0 $non_clock_inputs
set_output_delay [expr $clk_period * $clk_io_pct] -clock clk0 [all_outputs]
```
`design/flow/design.v`:
```
`timescale 1ns / 1ps
module Slave(
    input  wire clk,
    input  wire rst,
    inout  wire sda,
	 output reg [3:0] ledice,
	 input [2:0] sw_adr,
	 output [3:0] sadrzaj_mem,
    input  wire scl
);
  parameter [6:0] SLAVE_ADDR = 7'b1111111;
  localparam IDLE             		= 4'd0,
             RECEIVE_ADDR    			= 4'd1,
             ACK_ADDR         		= 4'd2,      
             WAIT_ACK_ADDR   		   = 4'd3, 
				 REC_MEM_ADDR				= 4'd4,
				 ACK_MEM_ADDR     		= 4'd5,
             WAIT_ACK_MEM_ADDR		= 4'd6,				 
             RECEIVE_DATA     		= 4'd7,
             ACK_WRITE        		= 4'd8,      
             WAIT_ACK_WRITE   		= 4'd9,    
             SEND_DATA        		= 4'd10,      
             WAIT_MASTER_ACK  		= 4'd11,     
             STOP             		= 4'd12;
  reg [3:0] state; 
  reg [2:0] bit_count; 
  reg [7:0] shift_reg; 
  reg [7:0] tx_buffer; 
  reg sda_oe;
  reg sda_out; 
  assign sda = sda_oe ? (sda_out ? 1'b1 : 1'b0) : 1'bz;
  reg sda_sync, scl_sync; 
  reg sda_prev, scl_prev; 
	reg [7:0] slave_mem [7:0]; 
	reg rw;							
	reg  [7:0] mem_addr_reg;	
	assign sadrzaj_mem = slave_mem[sw_adr];
  always @(posedge clk or posedge rst) begin
    if (rst) begin
      sda_sync <= 1;
      scl_sync <= 1;
      sda_prev <= 1;
      scl_prev <= 1;
    end else begin
      sda_prev <= sda_sync;
      sda_sync <= sda;     
      scl_prev <= scl_sync;  
      scl_sync <= scl;     
    end
  end
  wire scl_rising  = (~scl_prev) & scl_sync;
  wire scl_falling = scl_prev & (~scl_sync);
  wire sda_falling = (sda_prev == 1'b1) && (sda_sync == 1'b0);
  wire sda_rising  = (sda_prev == 1'b0) && (sda_sync == 1'b1);
  wire start_cond = (scl_sync == 1'b1) && sda_falling;
  wire stop_cond  = (scl_sync == 1'b1) && sda_rising;
  always @(posedge clk or posedge rst) begin
    if (rst) begin
      state <= IDLE;
      bit_count <= 0;
      shift_reg <= 0;
		mem_addr_reg <= 0; 
		tx_buffer <= 0;
      sda_oe <= 0;
    end else begin
      case (state)
        IDLE: begin
			 ledice[0] <= 1;
		    ledice[1] <= 0;
		    ledice[2] <= 0;
		    ledice[3] <= 0;
			 sda_oe <= 0;
			 shift_reg <= 0;
			 tx_buffer <= 0;
			 mem_addr_reg <= 0;
          if (start_cond) begin
            state <= RECEIVE_ADDR;
            bit_count <= 7; 
            end
        end
        RECEIVE_ADDR: begin
			 ledice[0] <= 0;
			 ledice[1] <= 1;
          if (scl_rising) begin
            shift_reg[bit_count] <= sda_sync;
            if (bit_count == 0)
              state <= ACK_ADDR;
            else
              bit_count <= bit_count - 1;
          end else begin
				state <= RECEIVE_ADDR;
			 end
        end
        ACK_ADDR: begin
				ledice[0] <= 1;
				ledice[1] <= 1;
				if ((shift_reg[7:1] != SLAVE_ADDR) && scl_rising) begin
				  sda_oe <= 1; 
				  sda_out <= 1;  
				  state <= IDLE;
				end else if ((shift_reg[7:1] == SLAVE_ADDR) && scl_rising) begin
				  rw <= shift_reg[0];
				  sda_oe <= 1; 
				  sda_out <= 0; 
				  state <= WAIT_ACK_ADDR;
				end else begin
				  state <= ACK_ADDR;
				end
		  end
		  WAIT_ACK_ADDR: begin
			 ledice[0] <= 0;
			 ledice[1] <= 0;
			 ledice[2] <= 1;
          if(scl_falling) begin
            sda_oe <= 0; 
				state <= REC_MEM_ADDR;
            bit_count <= 7; 
          end else begin
				state <= WAIT_ACK_ADDR;
			 end
        end
			REC_MEM_ADDR: begin
			 ledice[0] <= 1;
			 ledice[1] <= 0;
			 ledice[2] <= 1;
          if (scl_rising) begin
            mem_addr_reg[bit_count] <= sda_sync;
            if (bit_count == 0)
              state <= ACK_MEM_ADDR;
            else
              bit_count <= bit_count - 1;
			 end else begin
				state <= REC_MEM_ADDR;
			 end
        end
		  ACK_MEM_ADDR: begin
			   ledice[0] <= 0;
				ledice[1] <= 1;
				ledice[2] <= 1;
				if (scl_rising && mem_addr_reg < 8) begin
				  sda_oe <= 1;
				  sda_out <= 0;  
				  state <= WAIT_ACK_MEM_ADDR;
				end else if (scl_rising && mem_addr_reg > 8) begin
				  sda_oe <= 1; 
				  sda_out <= 1; 
				  state <= IDLE;
				end else begin
				  state <= ACK_MEM_ADDR;
				end
		  end
		  WAIT_ACK_MEM_ADDR: begin
			 ledice[0] <= 1;
			 ledice[1] <= 1;
			 ledice[2] <= 1;
          if(scl_falling) begin
            sda_oe <= 0; 
            if(rw == 1'b1) begin
              state <= SEND_DATA;
				  tx_buffer <= slave_mem[mem_addr_reg];
            end else
              state <= RECEIVE_DATA;
            bit_count <= 7;
          end else begin
				state <= WAIT_ACK_MEM_ADDR;
			 end
        end
        RECEIVE_DATA: begin
			 ledice[0] <= 0;
			 ledice[1] <= 0;
			 ledice[2] <= 0;
			 ledice[3] <= 1;
          if (scl_rising) begin
            shift_reg[bit_count] <= sda_sync;
            if (bit_count == 0) begin
				  slave_mem[mem_addr_reg] <= {shift_reg[7:1], sda_sync};
              state <= ACK_WRITE;
            end else begin
              bit_count <= bit_count - 1;
            end
          end else begin
				state <= RECEIVE_DATA;
			 end
        end
		  ACK_WRITE: begin
			 ledice[0] <= 1;
			 ledice[1] <= 0;
			 ledice[2] <= 0;
			 ledice[3] <= 1;
          if(scl_rising) begin
            sda_oe <= 1;
				sda_out <= 0; 
            state <= WAIT_ACK_WRITE;
          end else begin
				state <= ACK_WRITE;
			 end
        end
		  WAIT_ACK_WRITE: begin
			 ledice[0] <= 0;
			 ledice[1] <= 1;
			 ledice[2] <= 0;
			 ledice[3] <= 1;
          if(scl_falling) begin
            sda_oe <= 0;
            state <= STOP;
          end else begin
				state <= WAIT_ACK_WRITE;
			 end
        end
        SEND_DATA: begin
			 ledice[0] <= 1;
			 ledice[1] <= 1;
			 ledice[2] <= 0;
			 ledice[3] <= 1;
          if (scl_rising) begin
			   if (tx_buffer[bit_count] == 1'b0) begin
					sda_oe <= 1;
					sda_out <= 0; 
            end else begin
					sda_oe <= 1; 
					sda_out <= 1; 
            end if (bit_count == 0)
              state <= WAIT_MASTER_ACK;
            else
              bit_count <= bit_count - 1;
          end else begin
				state <= SEND_DATA;
			 end
        end
		  WAIT_MASTER_ACK: begin
			 ledice[0] <= 0;
			 ledice[1] <= 0;
			 ledice[2] <= 1;
			 ledice[3] <= 1;
			 if(scl_falling)
				sda_oe <= 0;
				state <= WAIT_MASTER_ACK;
          if (scl_rising) begin
            if (sda_sync == 1'b0) 
              state <= STOP;
            else 
              state <= IDLE;
          end else begin
				state <= WAIT_MASTER_ACK;
			 end
        end
        STOP: begin
			 ledice[0] <= 1;
			 ledice[1] <= 0;
			 ledice[2] <= 1;
			 ledice[3] <= 1;
          if (stop_cond) begin
            state <= IDLE;
          end
        end
        default: state <= IDLE;
      endcase
    end
  end
endmodule
```
`design/flow/run.sh`:
```
#!/bin/bash
# OpenROAD 26Q1-2900-gdf79404cd8, Yosys 0.63+post, stock flow scripts
make -C /OpenROAD-flow-scripts/flow DESIGN_CONFIG=/design/flow/config.mk WORK_HOME=/design/flow/orfs finish
```
==> flow_summary.rst <==
Run summary
-----------

.. list-table::
   :header-rows: 1

   * - Metric
     - Value
   * - Share of the synthesized area in the top cell type
     - between 30% and 40%
   * - Area contributors post-synth
     - sky130_fd_sc_hd__edfxtp_1, sky130_fd_sc_hd__dfrtp_1, sky130_fd_sc_hd__mux2i_1
   * - Detailed Route WL
     - 12.1 mm
   * - Most common reg cell
     - sky130_fd_sc_hd__edfxtp_1
   * - Routed vias/inst
     - 5.76
   * - Setup repair after global routing missed its margin
     - false
   * - Worst slew margin relative to its limit
     - 52.9%
   * - Worst-Skew Late Latency
     - 0.42 ns
   * - Signal arrival time at the worst endpoint
     - 2.54 ns
   * - Most used standard cell by instance count after synthesis
     - sky130_fd_sc_hd__edfxtp_1
   * - Core region area
     - 0.0128 mm^2
   * - Init Core Util
     - a little over two fifths
   * - Post-synth regs
     - roughly 110
   * - Global routing usage summed across all routing layers
     - between 20% and 30%
   * - Fmax
     - slightly above 0.3 GHz
   * - Post-synthesis instance area
     - between 0.005 and 0.006 mm^2
   * - Count of clock tree sinks
     - 114
   * - Biggest registers after layout
     - slave_mem: 64 flops, state: 13 flops
   * - Slowest CP cell
     - sky130_fd_sc_hd__clkdlybuf4s50_1
   * - Max Clock Skew
     - 0.00934 ns
   * - Average routed wire per standard cell
     - 18.4 um
   * - Delay of the slowest critical-path stage
     - approximately 0.61 ns
   * - DRC errors left
     - 0
   * - Sequential element share of the synthesized area
     - 60.4%
   * - Reg with most FFs
     - slave_mem
   * - Wire length of the first global-routing pass
     - 19.9 mm
   * - VDD IR-drop max
     - 0.318 mV
   * - Final setup violation count
     - 0
   * - Power density over the cells
     - 515 mW/mm^2
   * - Sequence of cells on the critical path
     - clkdlybuf4s50_1 -> mux4_2 -> mux2_2 -> clkdlybuf4s50_1
   * - Die height
     - roughly 120 um
   * - Number of max-slew violations in the final report
     - 0
   * - Setup TNS
     - 0 ns
   * - Static power due to leakage
     - 2.37 nW
   * - Met2 wire length
     - 5.39 mm
   * - Number of buffers inserted by port buffering
     - 13
   * - Row Count
     - 41
   * - Violation tally from detailed-route iteration zero
     - 403
   * - Max FFs per register
     - 64
   * - Die ar.
     - 0.0138 mm^2
   * - Io pins
     - 15
   * - Result of the run
     - finished, final reports clean
   * - TritonCTS clock tree
     - yes
   * - Area post-placement
     - 0.00566 mm^2
   * - Met3 WL post-DR
     - 1.04 mm
   * - Distinct lib cells used
     - 58
   * - Horizontal die size
     - around 120 um
   * - Max Fanout on Critical Path
     - 4
   * - Count of nets left with antenna violations after detail routing
     - 0
   * - Pre-Repair DR Iteration Count
     - 5
   * - Critical Path End Type
     - output port
   * - Kind of critical path
     - in -> out
   * - P&R area growth vs syn
     - 17.9%
   * - Gr ovfl total
     - 0
   * - Clock slew at reported path FFs
     - about 0.05 ns
   * - Shortest period the worst path allows
     - 3.24 ns
   * - Number of global-route vias before repair
     - 3757
   * - Post-synth area from yosys stat
     - 0.00532 mm^2
   * - Final Hold Violating Endpoints
     - 0
   * - CP startpoint kind
     - input pin
   * - Number of buffers inserted for hold repair after clock tree synthesis
     - 0
   * - Clock H-tree levels
     - 4
   * - Number of antenna violations at the first check in global routing
     - 0
   * - Placer Congestion
     - a little over 0.9
   * - Post-CTS Resized
     - 0
   * - Post-synth top cells
     - sky130_fd_sc_hd__edfxtp_1, sky130_fd_sc_hd__o21ai_0, sky130_fd_sc_hd__dfrtp_1
   * - Share of the clock period used by the worst path
     - 92.6%
   * - Async SR Flop Fraction
     - 38.6%
   * - Critical path data required time
     - 2.80 ns
   * - Total placed cells including tap cells
     - roughly 620
   * - Wire length the detailed router placed on met1
     - 5.43 mm
   * - Root Buffer Master
     - sky130_fd_sc_hd__clkbuf_16
   * - DPL Wire Length
     - 7.96 mm
   * - TritonCTS buffer count
     - 17
   * - Largest net degree at the start of global routing
     - 45
   * - Number of inserted diodes
     - 0
   * - Worst-case clock buffer depth
     - 2
   * - Post-CTS setup-driven buffer insertion count
     - 0
   * - Fraction of layout cells with a size suffix above 1
     - between 10 and 15%
   * - Type of the worst min-delay path
     - in -> reg
   * - Cell mode on critical path
     - sky130_fd_sc_hd__clkdlybuf4s50_1
   * - Least-Margin Pin Slew
     - approximately 0.71 ns
   * - Biggest area consumer among synthesized cells
     - sky130_fd_sc_hd__edfxtp_1
   * - Count of non-filler cells in the finished layout
     - about 650
   * - Highest routed metal layer
     - met4
   * - Number of synthesized flops with an enable pin
     - 70
   * - Number of maximum-capacitance constraint violations
     - 0
   * - Final standard cell area without fillers
     - 0.00627 mm^2
   * - OpenROAD warning count
     - 29
   * - Number of cells in Yosys stat
     - 451
   * - Instance count of the mapped netlist
     - about 450
   * - Synth Warn #
     - 3
   * - Mean cell area of the mapped netlist
     - 11.8 um^2
   * - Via count
     - 3764
-- power breakdown --
part | switching, W | internal [W] | total [W]
registers | 0.00000745 | 0.00142 | 0.00143
logic | 0.0000322 | 0.0000182 | 0.0000504
clock network | 0.000619 | 0.00113 | 0.00175
-- metrics by stage --
stage	hold WS [ns]	total power, W	worst slack, ns	util [%]
2_1_floorplan	0.333	0.00149	0.174	-
3_3_place_gp	0.355	0.00151	0.271	44.3
6_report	0.308	0.00323	0.258	49.1
3_5_place_dp	0.352	0.00151	0.251	44.3
5_1_grt	0.294	0.00333	0.177	49.1
4_1_cts	0.294	0.00326	0.232	49.1
-- layout make-up --
type	count	area, um^2
fillers	1056	6510
flip-flops and latches	114	3210
multi-input cells	286	1910
clock buffers	18	429
repair buffers	29	250
well taps	172	215
clock inverters	14	179
inverters	21	78.8
-- metal layers --
| layer | up-vias | global-route usage (%) |
|---|---|---|
| li1 | 1755 | - |
| met1 | 1839 | 31.6 |
| met2 | 154 | 28.7 |
| met3 | 16 | 7.81 |
| met4 | 0 | 3.71 |
| met5 | - | 0 |
-- critical path, delay by kind of cell --
family   cells  cell delay (ns)
mux          2             0.82
buf+inv      2             1.02
-- placed cells by master, fill, tap and decap left out, types with 9 or more instances in the layout --
cell type	netlist	routed
sky130_fd_sc_hd__a21oi_1	10	10
sky130_fd_sc_hd__a31oi_1	11	11
sky130_fd_sc_hd__buf_4	0	16
sky130_fd_sc_hd__clkbuf_16	0	17
sky130_fd_sc_hd__clkdlybuf4s50_1	0	13
sky130_fd_sc_hd__dfrtp_1	39	39
sky130_fd_sc_hd__edfxtp_1	70	70
sky130_fd_sc_hd__inv_1	20	19
sky130_fd_sc_hd__mux2i_1	25	25
sky130_fd_sc_hd__nand2_1	38	38
sky130_fd_sc_hd__nand3_1	12	12
sky130_fd_sc_hd__nor2_1	19	19
sky130_fd_sc_hd__nor2b_1	9	9
sky130_fd_sc_hd__nor3_1	15	15
sky130_fd_sc_hd__o21ai_0	40	40
-- logic make-up after synthesis --
kind of cell | share of synthesized area [%]
and+or+nand+nor | 13.8
DFF | 60.4
AOI/OAI and AO/OA | 13.9
buffers and inverters | 3.79
muxes | 7.25
adders and majority gates | 0.941
-- path summary, 6_finish.rpt --
| check | start | end | slack [ns] | cells after the start |
|---|---|---|---|---|
| setup / recovery | sw_adr[0] | sadrzaj_mem[3] | 0.26 | 4 |
| hold / removal | sda | sda_sync | 0.31 | 0 |
| setup reg to reg | bit_count[0] | slave_mem[7][5] | 0.60 | 7 |
| hold reg to reg | sda | sda_sync | 0.36 | 0 |
| max in group asynchronous | rst | sda_sync | 2.12 | 3 |
| min in group asynchronous | rst | mem_addr_reg[2] | 0.99 | 3 |
Power is estimated from default activity; no workload was simulated.
